==> ./design.v <==
`timescale 1 ns / 10 ps
module registro4 (input wire [3:0] entrada, input wire bit_en_desp, input wire Carga, Desplaza, clk, reset, output wire [3:0] salida);
	assign enable = Carga | Desplaza;  
	cdaff ff0(Carga, entrada[0], salida[1], clk, reset, enable, salida[0]);
	cdaff ff1(Carga, entrada[1], salida[2], clk, reset, enable, salida[1]);
	cdaff ff2(Carga, entrada[2], salida[3], clk, reset, enable, salida[2]);
	cdaff ff3(Carga, entrada[3], bit_en_desp, clk, reset, enable, salida[3]);  
endmodule
module registro3 (input wire [2:0] entrada, input wire bit_en_desp, input wire Carga, Desplaza, clk, reset, output wire [2:0] salida);
	assign enable = Carga | Desplaza;  
	cdaff ff0(Carga, entrada[0], salida[1], clk, reset, enable, salida[0]);
	cdaff ff1(Carga, entrada[1], salida[2], clk, reset, enable, salida[1]);
	cdaff ff2(Carga, entrada[2], bit_en_desp, clk, reset, enable, salida[2]);  
endmodule
module cdaff (input wire selc_d, inp_c, inp_d, clk, reset, carga, output wire salida);
	wire inp;
	ffdc ff0(clk, reset, carga, inp, salida);
	mux2_1_i1 mux0(inp, inp_d, inp_c, selc_d);
endmodule
module mux2_1_i1(output wire out, input wire a, b, s);
	wire  s_n, sa, sb;	   
	not inv1 (s_n, s);
	and and1 (sa, a, s_n);
	and and2 (sb, b, s);
	or or1 (out, sa, sb);
endmodule
module ffdc #(parameter retardo = 1)(input wire clk, reset, carga, d, output reg q);
	always @(posedge clk, posedge reset)
	  if (reset)
		q <= #retardo 1'b0;  
	  else
		if (carga)
		  q <= #retardo d;  
endmodule
module sum_resta4(output wire[3:0] S, output wire c_out, input wire[3:0] A, input wire[3:0] B, input wire resta);
	assign {c_out, S} = (resta == 1) ? A - B : A + B;
endmodule
`timescale 1 ns / 10 ps
module controlUnit (input wire clk, start, input wire [1:0] q, output wire resta, desp, cargaA, cargaQ, cargaM, fin);
  reg [2:0] state, nextstate;
  parameter S0 = 3'b000;
  parameter S1 = 3'b001;
  parameter S2 = 3'b010;
  parameter S3 = 3'b011;
  parameter S4 = 3'b100;
  parameter S5 = 3'b101;
  parameter S6 = 3'b110;
  parameter S7 = 3'b111;
  always @(posedge clk, posedge start)
    if (start)
      state <= S0;
    else
      state <= #6 nextstate;
  always @(*)
    case (state)
      S0: nextstate = S1;
      S1:
        if (q == 2'b00 || q == 2'b11)
          nextstate = S3;
        else
          nextstate = S2;
      S2: nextstate = S3;
      S3:
        if (q == 2'b00 || q == 2'b11)
          nextstate = S5;
        else
          nextstate = S4;
      S4: nextstate = S5;
      S5: if (q == 2'b00 || q == 2'b11)
          nextstate = S7;
        else
          nextstate = S6;
      S6: nextstate = S7;
      S7: nextstate = S7;
      default: nextstate = S0;
    endcase
    assign cargaA = ((state == S1 || state == S3 || state == S5) && (q == 2'b01 || q == 2'b10)) ? 1 : 0;
    assign cargaQ = (state == S0) ? 1 : 0;
    assign cargaM = (state == S0) ? 1 : 0;
    assign resta = (q == 2'b10) ? 1 : 0;
    assign desp = ((state == S1 || state == S3 || state == S5) && (q == 2'b00 || q == 2'b11)) || (state == S2 || state == S4 || state == S6);
    assign fin = (state == S7) ? 1 : 0;
endmodule
module datapath (input wire [2:0] multiplicador, multiplicando, input wire clk, start, cargaA, cargaQ, cargaM, resta, desp, output wire [1:0] q, output wire [5:0] resultado);
    wire [3:0] a_to_sumador, m_to_sumador, q_value;
    wire [3:0] entrada_Q, entrada_M, entrada_A;
    wire aux;
    assign entrada_Q = {multiplicador, 1'b0};  
    assign entrada_M = {multiplicando[2], multiplicando};
    registro4 A(entrada_A, a_to_sumador[3], cargaA, desp, clk, start, a_to_sumador);
    registro4 Q(entrada_Q, a_to_sumador[0], cargaQ, desp, clk, 1'b0, q_value);
    registro4 M(entrada_M, 1'b0, cargaM, 1'b0, clk, 1'b0, m_to_sumador);
    sum_resta4 sumador(entrada_A, aux, a_to_sumador, m_to_sumador, resta);
    assign resultado = {a_to_sumador[2:0], q_value[3:1]};
    assign q = {q_value[1], q_value[0]};
endmodule
`timescale 1 ns / 10 ps
module multiplicador (input wire [2:0] multiplicador, multiplicando, input wire clk, start, output wire [5:0] resultado, output wire fin);
  wire sub, desp, cargaA, cargaQ, cargaM;
  wire [1:0] q;
  datapath dp(multiplicador, multiplicando, ~clk, start, cargaA, cargaQ, cargaM, sub, desp, q, resultado);
  controlUnit uc(clk, start, q, sub, desp, cargaA, cargaQ, cargaM, fin);
endmodule
==> ./run.sh <==
#!/bin/bash
# OpenROAD 26Q1-2900-gdf79404cd8, Yosys 0.63+post, stock flow scripts
make -C /OpenROAD-flow-scripts/flow DESIGN_CONFIG=/design/flow/config.mk WORK_HOME=/design/flow/orfs finish
==> ./constraint.sdc <==
current_design multiplicador

set clk_period 2.8
set clk_io_pct 0.2

create_clock -name clk0 -period $clk_period [get_ports {clk}]

set non_clock_inputs [all_inputs -no_clocks]
set_input_delay [expr $clk_period * $clk_io_pct] -clock clk0 $non_clock_inputs
set_output_delay [expr $clk_period * $clk_io_pct] -clock clk0 [all_outputs]
==> ./config.mk <==
export PLATFORM = sky130hd
export DESIGN_NAME = multiplicador
export DESIGN_NICKNAME = multiplicador
export VERILOG_FILES = /design/flow/design.v
export SDC_FILE = /design/flow/constraint.sdc
export NUM_CORES = 4
export LEC_CHECK = 1
export CORE_AREA = 10 10 97 97
export DIE_AREA = 0 0 107 107
==> results.json <==
{
  "status": "complete, but fails checks",
  "failed_checks": "setup timing",
  "p_sw_mw": 0.474,
  "num_rows": 31,
  "synth_stat.cells": 88,
  "path_max_fanout": 5,
  "end_kind": "register",
  "die_h_um": 107,
  "drc": 0,
  "r2r_slack_ns": -0.28,
  "combPwrFrac_pct": 47.1,
  "synth.distinct_cells": 32,
  "drive_gt1_share_pct": 28.3,
  "grt_pass1_wl_mm": 3.45,
  "final_util_pct": 19.5,
  "synth_cells": 88,
  "antenna_found_initial": 0,
  "ant_nets": 0,
  "yosysChipArea_mm2": 0.00102,
  "dr.pass1.iters": 3,
  "path_clk_slew_ns": 0.08,
  "grt_use_met3_pct": 1.52,
  "worstPathRequired_ns": 1.52,
  "io_pins": 15,
  "edf_count": 8,
  "detail_route.iter0.violations": 20,
  "largest_area_cell": "edfxtp_1",
  "die-area_mm2": 0.0114,
  "clock-sinks": 20,
  "gr-total-overflow": 0,
  "cts_htree_levels": 1,
  "hold_class": "reg -> reg",
  "flop_cell": "edfxtp_1",
  "rsz0062_at_grt": "yes",
  "diodes": 0,
  "p_sw_share_pct": 31.5,
  "coreArea_mm2": 0.00729,
  "grt_pass1_vias": 723,
  "grt_max_degree": 14,
  "critPathLaunchType": "register",
  "wl_per_cell_um": 8.98,
  "final_max_slew_viol_count": 0,
  "nFillCells": 811,
  "worstReg2RegStart": "uc.state[6]",
  "ys_seq_share_pct": 53.3,
  "hold_ws_ns": 0.416,
  "ctsLongestPathBuffers": 2,
  "setup_viol": 5,
  "setup_ws_ns": -0.277,
  "peakVddDrop_mv": 0.254,
  "fin_tns_setup_ns": -0.743,
  "power_density_mw_per_mm2": 1060,
  "gp_congestion": 0.790,
  "yosysWarnings": 3,
  "io_buffer_count": 14,
  "grt_util_met1_pct": 4.67,
  "leakagePower_nw": 0.632,
  "viasPerCell": 3.19,
  "grt.busiest_layer": "met2",
  "async_reset_ff_share_pct": 60.0,
  "cts_buffers": 3,
  "syn2layout_area_growth_pct": 39.7,
  "grt_use_total_pct": 3.70,
  "r2r-end": "dp.A.ff2.ff0.q",
  "lay_top_cells": "inv_1, buf_4, nand2_1, edfxtp_1, clkdlybuf4s50_1",
  "tool_warnings": 36,
  "clock_power_share_pct": 21.8,
  "syn-cell-area_mm2": 0.00102,
  "maxCapViolCount": 0,
  "die_x_um": 107,
  "r2r_cells": 3,
  "gr-usage-met2_pct": 6.10,
  "avgSynthCellArea_um2": 11.6,
  "hpwl_mm": 1.61,
  "cts_tree": "yes",
  "yosysTopAreaCellShare_pct": 23.6,
  "cts-root-buf": "clkbuf_8",
  "ys_ff": 20,
  "crit_arrival_ns": 1.80,
  "seq_power_share_pct": 31.1,
  "holdPathStages": 1,
  "vias": 698,
  "fp_util_pct": 13.9,
  "path_class": "reg -> reg",
  "hold_viol": 0,
  "dp_slack_ns": -0.273,
  "clock_skew_ns": 0.0644,
  "p_int_mw": 1.03,
  "topCellsByArea": "edfxtp_1, dfrtp_1, dfrtn_1",
  "clk_latency_ns": 0.32,
  "wl_mm": 1.97
}
==> timing repair <==
item / in CTS / in global routing
hold buffers: 0 / 0
resized: 19 / 2
pin swaps: 1 / 1
cloned: 0 / 0
setup endpoints to repair: 10 / 10
buffers inserted: 1 / 1
==> worst max-delay path by stage <==
stage | start | to | cells past startpoint
after global routing | uc.state[6] | dp.A.ff2.ff0.q | 3
after CTS | uc.state[6] | dp.A.ff2.ff0.q | 3
final | uc.state[6] | dp.A.ff2.ff0.q | 3
==> critical path: stages, from the launching register on <==
cell	delay (ns)
dfrtp_1	0.38
or3_4	0.38
or4_4	0.46
mux2_4	0.31
==> cells by family (layout without fill, tap and decap cells) <==
logic type	Yosys count	after routing	synth area share, %
flops	20	20	53.3
compound gates	12	12	7.38
fa+ha+maj	6	6	8.12
simple gates	24	24	13.3
xor+xnor	3	3	2.58
mux	6	6	6.89
other cells	1	1	0.369
buf+inv	16	48	8.12
==> layer usage <==
| metal | part of all wire [%] | vias to the layer above | wire [um] |
|---|---|---|---|
| met5 | 0 | - | 0 |
| met3 | 5.5 | 2 | 108 |
| met4 | 0.20 | 0 | 4 |
| met1 | 46 | 326 | 899 |
| li1 | - | 361 | - |
| met2 | 49 | 9 | 955 |
==> synthesized netlist by cell type (3+ instances only) <==
master and count:
ha_1 5, o21ai_0 3, nand2_1 8, inv_1 8, nor2b_1 5, a21oi_1 3, buf_4 6, edfxtp_1 8
mux2_2 4, dfrtp_1 7, dfrtn_1 4, xnor2_1 3
==> sequential cells by signal, indices dropped and copies added (netlist names), named ones only <==
name,flops
dp.A.ff0.ff0.q,1
dp.A.ff1.ff0.q,1
dp.A.ff2.ff0.q,1
dp.M.ff0.ff0.q,1
dp.M.ff1.ff0.q,1
dp.M.ff2.ff0.q,1
dp.M.ff3.ff0.q,1
dp.Q.ff0.ff0.q,1
dp.Q.ff1.ff0.q,1
dp.Q.ff2.ff0.q,1
dp.Q.ff3.ff0.q,1
uc.state,8
==> power by group through the flow <==
stage	Clock [mW]	Combinational [mW]	Sequential [mW]
4_1_cts	0.336	0.692	0.472
5_1_grt	0.356	0.809	0.486
6_report	0.328	0.709	0.468
==> cell type report <==
type,instances,area (um^2),share of cell area (%)
inverter,7,26.3,1.85
tap,99,124,8.71
sequential,20,542,38.1
clock buffer,3,41.3,2.90
clock inverter,9,60.1,4.23
multi-input combinational,52,405,28.5
timing repair buffer,29,223,15.7
==> metrics by stage <==
step	total power, mW	std cells	instance area [um^2]
floorplan	0.945	88	1020
global placement	1.20	206	1330
detailed placement	1.20	206	1330
CTS	1.50	218	1410
global route	1.65	219	1420
finish	1.50	219	1420
Power is estimated from default activity; no workload was simulated.
