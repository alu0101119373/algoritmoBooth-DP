==> flow/run.sh <==
#!/bin/bash
# OpenROAD 26Q1-2900-gdf79404cd8, Yosys 0.63+post, stock flow scripts
make -C /OpenROAD-flow-scripts/flow DESIGN_CONFIG=/design/flow/config.mk WORK_HOME=/design/flow/orfs finish
==> flow/config.mk <==
export PLATFORM = sky130hd
export DESIGN_NAME = registro3
export DESIGN_NICKNAME = registro3
export VERILOG_FILES = /design/flow/design.v
export SDC_FILE = /design/flow/constraint.sdc
export NUM_CORES = 4
export LEC_CHECK = 1
export CORE_AREA = 10 10 70 70
export DIE_AREA = 0 0 80 80
==> flow/constraint.sdc <==
current_design registro3

set clk_period 1.0
set clk_io_pct 0.2

create_clock -name clk0 -period $clk_period [get_ports {clk}]

set non_clock_inputs [all_inputs -no_clocks]
set_input_delay [expr $clk_period * $clk_io_pct] -clock clk0 $non_clock_inputs
set_output_delay [expr $clk_period * $clk_io_pct] -clock clk0 [all_outputs]
==> flow/design.v <==
`timescale 1 ns / 10 ps
module registro4 (input wire [3:0] entrada, input wire bit_en_desp, input wire Carga, Desplaza, clk, reset, output wire [3:0] salida);
	assign enable = Carga | Desplaza;  
	cdaff ff0(Carga, entrada[0], salida[1], clk, reset, enable, salida[0]);
	cdaff ff1(Carga, entrada[1], salida[2], clk, reset, enable, salida[1]);
	cdaff ff2(Carga, entrada[2], salida[3], clk, reset, enable, salida[2]);
	cdaff ff3(Carga, entrada[3], bit_en_desp, clk, reset, enable, salida[3]);  
endmodule
module registro3 (input wire [2:0] entrada, input wire bit_en_desp, input wire Carga, Desplaza, clk, reset, output wire [2:0] salida);
	assign enable = Carga | Desplaza;  
	cdaff ff0(Carga, entrada[0], salida[1], clk, reset, enable, salida[0]);
	cdaff ff1(Carga, entrada[1], salida[2], clk, reset, enable, salida[1]);
	cdaff ff2(Carga, entrada[2], bit_en_desp, clk, reset, enable, salida[2]);  
endmodule
module cdaff (input wire selc_d, inp_c, inp_d, clk, reset, carga, output wire salida);
	wire inp;
	ffdc ff0(clk, reset, carga, inp, salida);
	mux2_1_i1 mux0(inp, inp_d, inp_c, selc_d);
endmodule
module mux2_1_i1(output wire out, input wire a, b, s);
	wire  s_n, sa, sb;	   
	not inv1 (s_n, s);
	and and1 (sa, a, s_n);
	and and2 (sb, b, s);
	or or1 (out, sa, sb);
endmodule
module ffdc #(parameter retardo = 1)(input wire clk, reset, carga, d, output reg q);
	always @(posedge clk, posedge reset)
	  if (reset)
		q <= #retardo 1'b0;  
	  else
		if (carga)
		  q <= #retardo d;  
endmodule
module sum_resta4(output wire[3:0] S, output wire c_out, input wire[3:0] A, input wire[3:0] B, input wire resta);
	assign {c_out, S} = (resta == 1) ? A - B : A + B;
endmodule
==> results.yml <==
# synthesis and place-and-route metrics
status:
  status: "completed"
pwr:
  power_switching_mw: 0.0923
  seq_power_share_pct: 33.0
  internal_power_mw: 0.335
  p_total_mw: 0.428
  ir_worst_vdd_mv: 0.164
  switching_share_pct: 21.6
  p_per_area_nw_per_um2: 1330
  pwr-share-comb_pct: 18.2
  clock_power_share_pct: 48.8
  p_leak_nw: 0.144
worst_setup_path:
  cp.buffers_inverters: 1
  cpMaxStageDelayCell: "dfrtp_1"
  crit_path_max_fanout: 2
  crit_chain: "buf_2"
  cp.required_ps: 800
  cp.arrival_ps: 720
  cp-end-kind: "primary output"
  critical-path-top-delay-family: "flip-flops"
  startpoint_type: "flop"
  path_class: "reg2out"
  max_stage_delay_ps: 370
placed_design:
  placed_area_um2: 308
  dpl.cell_count: 71
  gp_congestion: 0.703
  dp_hpwl_um: 461
  port_buffers: 10
sta:
  slew_violations: 0
  finalClockSkew_ps: 1.54
  whs_ps: 131
  tightestPinTransition_ps: 169
  clock.fmax_mhz: 1090
  finalSetupViolCount: 0
  hold_viol: 0
  fin_tns_setup_ps: 0
  max_slew_margin_pct: 88.4
  period_needed_ps: 917
  rsz0062_at_grt: "false"
  timing.final.crit_share_pct: 91.7
final_layout:
  fillers: 404
  ff_latch_area_um2: 75.1
  post-route-cell-area_um2: 322
  areaGrowthSynthToFinish_pct: 104
  final_common_cell: "clkdlybuf4s50_1"
  comb_area_um2: 56.3
  fin_cells: 75
  drive_gt1_share_pct: 27.6
clocking:
  cts_made_buffers: 3
  hold_buffers: 0
  cts.reportedPaths.clkPinSlew_ps: 40
  cts_root_buf: "clkbuf_4"
  cts_num_sinks: 3
  clk-insertion-delay-late_ps: 230
  tritoncts: "done"
  cts_max_path_buffers: 2
  h-tree-depth: 1
floorplanning:
  fp_util_pct: 4.62
  chipWidth_um: 80
  die_area_um2: 6400
  placementRows: 21
  core-area_um2: 3420
  boundaryPins: 11
  die_y_um: 80
global_routing:
  met1_usage_pct: 2.13
  antenna_found_initial: 0
  grt.overflow.total: 0
  use_met2_pct: 1.28
  grtUsageTotal_pct: 1.71
  grt_pass1_vias: 173
  grt_util_met3_pct: 2.39
  grt_pass1_wl_um: 779
  grt_max_degree: 7
  grt.busiest_layer: "met3"
run:
  max_cap_viol_count: 0
  warning_count: 25
drt:
  ant_nets: 0
  dr.first_iter.drc_count: 4
  drc: 0
  n_antenna_cell: 0
  num_vias: 139
  drtPass1Iterations: 2
  routed_wl_um: 539
  wl_per_cell_um: 7.19
  viasPerCell: 1.85
logic_synthesis:
  syn_inst: 16
  synthTopCellsByArea: "dfrtp_1 48%, mux2i_1 19%, buf_4 14%"
  yosysSeqAreaShare_pct: 47.6
  yosys_area_um2: 158
  syn_area_um2: 158
  ys_seq_elements: 3
  yosysCellCount: 16
  syn_area_per_cell_um2: 9.85
  ys_warn_count: 2
  top_area_cell: "dfrtp_1"
  yosysTopAreaCellShare_pct: 47.6
  synth.distinct_cells: 6
worst_hold_path:
  min_path_type: "in2async"
## final cells by class
class / instances / area share, %
repair buffers: 12 / 31.9
well taps: 46 / 17.9
flip-flops and latches: 3 / 23.3
inverters: 1 / 1.17
clock buffers: 4 / 8.17
multi-input cells: 9 / 17.5
## through the flow
step	utilization (%)	setup slack, ps
after CTS	9.49	1.22
after floorplan	-	321
after global routing	9.41	25.4
final	9.41	83.1
after detailed placement	9.01	-196
after global placement	9.01	-159
## power by group through the flow
stage	sequential, mW	combinational (mW)	clock (mW)
CTS	0.141	0.0816	0.226
global route	0.144	0.0861	0.235
finish	0.141	0.0779	0.209
## flip-flops by register name, summed over array words and instances, names as in the netlist
register / flops
ff0.ff0.q: 1
ff2.ff0.q: 1
ff1.ff0.q: 1
## cell families after synthesis
group	share of synthesized area [%]
compound gates	9.52
buf+inv	16.7
flops	47.6
mux	19.0
simple gates	7.14
## synthesized netlist by cell type
master / number
buf_4: 3
dfrtp_1: 3
inv_1: 1
mux2i_1: 3
nand2_1: 3
o21ai_1: 3
## metal layers
metal / up-vias / routed length, um
met3: 0 / 139
met4: 0 / 0
met5: - / 0
li1: 75 / -
met1: 54 / 257
met2: 10 / 142
## what timing repair did
action,in CTS,in global routing
pin swaps,0,0
setup buffers,0,0
endpoints found under the setup margin,3,2
endpoints found under the hold margin,0,0
gates resized,8,2
## final timing paths
check / from / endpoint / slack [ps] / cells past startpoint
max reg2reg: ff2.ff0.q / ff2.ff0.q / 130 / 3
min in group clk0: Desplaza / ff1.ff0.q / 410 / 3
min reg2reg: ff0.ff0.q / ff0.ff0.q / 570 / 2
min: reset / ff0.ff0.q / 130 / 2
max: ff1.ff0.q / salida[1] / 80 / 1
max in group asynchronous: reset / ff2.ff0.q / 740 / 2
Power is estimated from default activity; no workload was simulated.
